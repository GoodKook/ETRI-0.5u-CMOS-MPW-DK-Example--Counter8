==> /design/flow/design.v <==
module counter16_wrapper(Din_emu, Dout_emu, Addr_emu, load_emu, get_emu, clk_emu, clk_dut);
    input  [7:0]    Din_emu;
    output [7:0]    Dout_emu;
    input  [2:0]    Addr_emu;
    input           load_emu, get_emu, clk_emu;
    input           clk_dut;
    parameter   NUM_STIM_ARRAY  = 1,
                NUM_OUT_ARRAY   = 3;
    reg [7:0]   stimIn[NUM_STIM_ARRAY];
    reg [7:0]   vectOut[NUM_OUT_ARRAY];
    reg [7:0]   Dout_emu;
    reg         nCLR, nLOAD;
    reg [ 3:0]  Din;
    reg [15:0]  Dout;
    reg         RCO;
    always @(posedge clk_emu)
    begin
        if (load_emu)        
        begin
            nCLR  <= stimIn[0][5];
            nLOAD <= stimIn[0][4];
            Din   <= stimIn[0][3:0];
        end
        else if (get_emu)    
        begin
            vectOut[0]    <= Dout[ 7:0];
            vectOut[1]    <= Dout[15:8];
            vectOut[2]     = 0;
            vectOut[2][0] <= RCO;
        end
        else
        begin
            stimIn[Addr_emu] <= Din_emu;     
            Dout_emu <= vectOut[Addr_emu];   
        end
    end
    counter16 u_counter16 (
        .CLK(clk_dut),
        .nCLR(nCLR),
        .nLOAD(nLOAD),
        .Din(Din),
        .Dout(Dout),
        .RCO(RCO));
endmodule
module LS163(nCLR, nLOAD, Din, CLK, ENP, ENT , Dout, RCO);
    input           CLK, nCLR, nLOAD;
    input           ENP, ENT;
    input  [3:0]    Din;
    output [3:0]    Dout;
    output          RCO;
    reg [3:0] cnt;
    always @(posedge CLK or negedge nCLR)
    begin
        if (!nCLR)
            cnt <= 0;
        else
        begin
            if (!nLOAD)
                cnt <= Din;
            else if (ENP && ENT)
                cnt <= cnt + 4'b0001;
        end
    end
    assign RCO = cnt[3] & cnt[2] & cnt[1] & cnt[0] & ENT;
    assign Dout = cnt;
endmodule
module counter16(CLK, nCLR, nLOAD, Din, Dout, RCO);
    input           CLK;
    input           nCLR, nLOAD;
    input  [3:0]    Din;
    output [15:0]   Dout;
    output          RCO;
    wire Full_0, Full_1, Full_2;
    LS163 u_LS163x0(
            .nCLR(nCLR),
            .nLOAD(nLOAD),
            .Din(Din[3:0]),
            .CLK(CLK),
            .ENP(1'b1),
            .ENT(1'b1),
            .Dout(Dout[3:0]),
            .RCO(Full_0));
    LS163 u_LS163x1(
            .nCLR(nCLR),
            .nLOAD(nLOAD),
            .Din(Din[3:0]),
            .CLK(CLK),
            .ENP(1'b1),
            .ENT(Full_0),
            .Dout(Dout[7:4]),
            .RCO(Full_1));
    LS163 u_LS163x2(
            .nCLR(nCLR),
            .nLOAD(nLOAD),
            .Din(Din[3:0]),
            .CLK(CLK),
            .ENP(1'b1),
            .ENT(Full_1),
            .Dout(Dout[11:8]),
            .RCO(Full_2));
    LS163 u_LS163x3(
            .nCLR(nCLR),
            .nLOAD(nLOAD),
            .Din(Din[3:0]),
            .CLK(CLK),
            .ENP(1'b1),
            .ENT(Full_2),
            .Dout(Dout[15:12]),
            .RCO(RCO));
endmodule
==> /design/flow/run.sh <==
#!/bin/bash
# OpenROAD 26Q1-2900-gdf79404cd8, Yosys 0.63+post, stock flow scripts
make -C /OpenROAD-flow-scripts/flow DESIGN_CONFIG=/design/flow/config.mk WORK_HOME=/design/flow/orfs finish
==> /design/flow/config.mk <==
export PLATFORM = sky130hd
export DESIGN_NAME = counter16_wrapper
export DESIGN_NICKNAME = counter16_wrapper
export VERILOG_FILES = /design/flow/design.v
export SDC_FILE = /design/flow/constraint.sdc
export NUM_CORES = 4
export LEC_CHECK = 1
export CORE_UTILIZATION = 30
==> /design/flow/constraint.sdc <==
current_design counter16_wrapper

set clk_period 1.8
set clk_io_pct 0.2

create_clock -name clk0 -period $clk_period [get_ports {clk_dut}]
create_clock -name clk1 -period $clk_period [get_ports {clk_emu}]

set non_clock_inputs [all_inputs -no_clocks]
set_input_delay [expr $clk_period * $clk_io_pct] -clock clk0 $non_clock_inputs
set_output_delay [expr $clk_period * $clk_io_pct] -clock clk0 [all_outputs]
==> metrics.cfg <==
[status]
outcome=completed

[placement]
numPortBuffers=18
gp_congestion=0.7865
postPlaceCellArea_mm2=0.002449
hpwlAfterDp_um=2173

[setup_path]
rrSetupSlack_ps=280
critPathMaxFanout=9
crit_chain=nand4_4, nor4_4, mux2i_1, a21oi_1
crit_required_ps=1900
setup.worst_path.end_class=register
crit_family=simple AND/OR/NAND/NOR gates
r2r-start=u_counter16.u_LS163x0.cnt[0]$_DFF_PN0_
cp_num_buf_inv=0
arrival_ps=1620
cp_slowest_cell=dfrtp_1
slowest_delay_ps=480
r2r-end=u_counter16.u_LS163x3.cnt[1]$_DFFE_PN0P_
path_class=reg2reg
rr_worst_depth=4
start_kind=register

[synthesis]
syn_area_mm2=0.002113
yosys_warnings=3
top_cells_by_area=edfxtp_1 53%, dfrtp_1 19%, xnor2_1 3.7%
ys.flops=53
avgSynthCellArea_um2=14.47
top_area_cell=edfxtp_1
yosysCellCount=146
synth_cell_types=27
postSynthSeqShare=0.7152
yosys_area_mm2=0.002113
synth_top_area_share=0.5258
netlist_instances=146

[grt]
grt_overflow=0
grt_max_degree=21
grt_pass1_vias=1138
grtUsageTotal=0.09874
grt_first_pass_wirelength_um=5395
antenna_found_initial=0

[clock_network]
hold_buffers=0
clk_pin_slew_worst_paths_ps=70
cts_setup_buffers=0
cts_resized=0
cts_tree=yes
cts_sinks=53

[detailed_routing]
first_pass_iters=4
antenna_left=0
drc=0
wire_per_inst_um=11.22
drtIter0Drc=76
dr_total_vias=1142
wirelength_um=3062
n_antenna_cell=0
via_per_inst=4.183

[sta]
worstMarginPinSlew_ps=670.4
slew-limit-headroom=0.5531
rsz0062_at_grt=false
hold_viol=0
skew_ps=6.580
setup_viol=0
fin_setup_tns_ps=0
maxSlewViolCount=0

[finish]
seq_area_mm2=0.001511
fill_cells=641
drive_above_1_share=0.1356
stdcell_area_mm2=0.002589
final-comb-area_um2=575.6
syn_to_final_growth_pct=22.50

[floorplanning]
core_area_mm2=0.006794
dieArea_mm2=0.007384
initCoreUtil=0.3110
num_rows=30
ios=23
die_w_um=85.93
dieHeight_um=85.93

[run]
warnings=30
max-cap-violations=0

[power_and_ir_drop]
p_leak_nw=0.9006
pwr_density_cell_mw_per_mm2=1024
vdd_ir_drop_max_v=0.0005261

[hold_path]
hp-class=reg2async

through the flow:
stage	hold slack, ps	power (W)	util	setup WS (ps)	instances
2_1_floorplan	211.8	0.001694	-	240.4	146
3_3_place_gp	301.8	0.001796	0.3604	-10.66	261
3_5_place_dp	301.4	0.001801	0.3604	-29.48	261
5_1_grt	409.3	0.002791	0.3810	147.0	273
6_report	330.6	0.002650	0.3810	276.1	273
4_1_cts	350.9	0.002678	0.3810	251.2	273
worst register-to-register path: stages, from the launching register on:
cell     delay, ps
dfrtp_1        480
nand4_4        230
nor4_4         370
mux2i_1        220
a21oi_1         80
routing by layer:
metal | vias to the layer above | GRT usage | part of all wire
li1 | 584 | - | -
met1 | 516 | 0.1457 | 0.46
met2 | 30 | 0.1486 | 0.46
met3 | 12 | 0.02930 | 0.048
met4 | 0 | 0.03030 | 0.032
met5 | - | 0 | 0
how the worst max path moves through the flow:
stage | startpoint | endpoint | slack (ps) | cells past startpoint
6_report | u_counter16.u_LS163x0.cnt[0]$_DFF_PN0_ | u_counter16.u_LS163x3.cnt[1]$_DFFE_PN0P_ | 280 | 4
5_1_grt | u_counter16.u_LS163x0.cnt[0]$_DFF_PN0_ | u_counter16.u_LS163x3.cnt[1]$_DFFE_PN0P_ | 150 | 4
4_1_cts | u_counter16.u_LS163x0.cnt[0]$_DFF_PN0_ | u_counter16.u_LS163x3.cnt[1]$_DFFE_PN0P_ | 250 | 4
layout by cell type (no fill, tap or decap), types with 2 or more instances in the layout:
cell type | Yosys | final
edfxtp_1 | 37 | 37
nand2_1 | 20 | 20
clkdlybuf4s50_1 | 0 | 18
dfrtp_1 | 16 | 16
a21oi_1 | 14 | 14
xnor2_1 | 9 | 9
clkbuf_8 | 0 | 9
o21ai_0 | 8 | 8
nor2_1 | 7 | 7
ha_1 | 6 | 6
buf_4 | 0 | 4
inv_1 | 3 | 3
nand4_1 | 3 | 3
nor4_2 | 2 | 2
nand3_1 | 2 | 2
nor3_1 | 2 | 2
mux2i_1 | 2 | 2
clkinv_1 | 0 | 2
power breakdown:
group	switching, W	internal (W)	total [W]	leakage, nW
Combinational	0.000113	0.000131	0.000245	0.300
Clock	0.000416	0.000462	0.000877	0.0724
Sequential	0.000103	0.00142	0.00153	0.528
Total	0.000632	0.00202	0.00265	0.901
logic make-up after synthesis:
| family | Yosys count | share of synthesized area |
|---|---|---|
| compound gates | 25 | 0.06277 |
| xor+xnor | 10 | 0.04145 |
| fa+ha+maj | 6 | 0.03552 |
| buf+inv | 7 | 0.01243 |
| flops | 53 | 0.7152 |
| mux | 3 | 0.01480 |
| simple gates | 42 | 0.1178 |
sequential cells by signal (all words and copies together), names as in the netlist:
signal and cells:
Din 4, u_counter16.u_LS163x0.cnt 4, u_counter16.u_LS163x2.cnt 4, nCLR 1
stimIn 6, u_counter16.u_LS163x1.cnt 4, u_counter16.u_LS163x3.cnt 4, vectOut 17
nLOAD 1, Dout_emu 8
cells in the mapped netlist (all sizes together):
library cell and n:
edfxtp 37, nand2 20, dfrtp 16, a21oi 14, xnor2 9, o21ai 8, nor2 7, ha 6
nand4 4, clkbuf 3, inv 3, nand3 3, nor4 3, mux2i 2, nor3 2, a22oi 1
a31o 1, a31oi 1, and2 1, and4 1, buf 1, mux2 1, nor2b 1, xor2 1
cell type report:
cell class | instances | area share
Multi-Input combinational cell | 86 | 0.2223
Clock buffer | 9 | 0.04785
Inverter | 3 | 0.004350
Timing Repair Buffer | 23 | 0.08893
Sequential cell | 53 | 0.5839
Tap cell | 96 | 0.04640
Clock inverter | 3 | 0.006283
Power figures rest on the tool's default switching activity, not on a simulated workload.
