## /design/flow/run.sh

```bash
#!/bin/bash
# OpenROAD 26Q1-2900-gdf79404cd8, Yosys 0.63+post, stock flow scripts
make -C /OpenROAD-flow-scripts/flow DESIGN_CONFIG=/design/flow/config.mk WORK_HOME=/design/flow/orfs finish
```

## /design/flow/config.mk

```make
export PLATFORM = sky130hd
export DESIGN_NAME = counter8
export DESIGN_NICKNAME = counter8
export VERILOG_FILES = /design/flow/design.v
export SDC_FILE = /design/flow/constraint.sdc
export NUM_CORES = 4
export LEC_CHECK = 1
export CORE_AREA = 10 10 78 78
export DIE_AREA = 0 0 88 88
```

## /design/flow/constraint.sdc

```tcl
current_design counter8

set clk_period 1.9
set clk_io_pct 0.2

create_clock -name clk0 -period $clk_period [get_ports {CLK}]

set non_clock_inputs [all_inputs -no_clocks]
set_input_delay [expr $clk_period * $clk_io_pct] -clock clk0 $non_clock_inputs
set_output_delay [expr $clk_period * $clk_io_pct] -clock clk0 [all_outputs]
```

## /design/flow/design.v

```verilog
module LS163(nCLR, nLOAD, Din, CLK, ENP, ENT , Dout, RCO);
    input           CLK, nCLR, nLOAD;
    input           ENP, ENT;
    input  [3:0]    Din;
    output [3:0]    Dout;
    output          RCO;
    reg [3:0] cnt;
    always @(posedge CLK or negedge nCLR)
    begin
        if (!nCLR)
            cnt <= 0;
        else
        begin
            if (!nLOAD)
                cnt <= Din;
            else if (ENP && ENT)
                cnt <= cnt + 4'b0001;
        end
    end
    assign RCO = cnt[3] & cnt[2] & cnt[1] & cnt[0] & ENT;
    assign Dout = cnt;
endmodule
module counter8(CLK, nCLR_L, nCLR_H, nLOAD_L, nLOAD_H, ENP, ENT, Din, Dout, RCO);
    input           CLK;
    input           nCLR_L, nCLR_H;
    input           nLOAD_L, nLOAD_H;
    input           ENP, ENT;
    input  [7:0]    Din;
    output [7:0]    Dout;
    output          RCO;
    wire Full;
    LS163 u_LS163xL(
            .nCLR(nCLR_L),
            .nLOAD(nLOAD_L),
            .Din(Din[3:0]),
            .CLK(CLK),
            .ENP(ENP),
            .ENT(ENT),
            .Dout(Dout[3:0]),
            .RCO(Full));
    LS163 u_LS163xH(
            .nCLR(nCLR_H),
            .nLOAD(nLOAD_H),
            .Din(Din[7:4]),
            .CLK(CLK),
            .ENP(ENP),
            .ENT(Full),
            .Dout(Dout[7:4]),
            .RCO(RCO));
endmodule
```

==> results.sh <==
# yosys + openroad results
export IMPL_drv_slew=0
export IMPL_cts_setup_buffers=0
export IMPL_path_cells="clkdlybuf4s50_1 -> buf_4 -> nand2_1 -> or3_2 -> a31oi_1"
export IMPL_fin_skew_ns=0.0006038
export IMPL_relSlewSlack_pct=77.11
export IMPL_min_period_ns=1.677
export IMPL_fin_total_pwr_uw=551.6
export IMPL_hold_viol_final=0
export IMPL_synthCells=49
export IMPL_avgSynthCellArea_um2=9.448
export IMPL_rsz0062_at_grt="false"
export IMPL_core_area_um2=4414
export IMPL_drc=0
export IMPL_worstSkewPairLatency_ns=0.22
export IMPL_synthToLayoutAreaGrowth_pct=74.32
export IMPL_grt_max_degree=12
export IMPL_die_h_um=88
export IMPL_routed_via_density=3.803
export IMPL_crit_path_start="ENT"
export IMPL_holdCritPathClass="input port to async pin"
export IMPL_instances_no_fill=127
export IMPL_worstPathMaxFanout=11
export IMPL_edf_count=0
export IMPL_ir_worst_vdd_v=0.0001384
export IMPL_yosysMostFrequentCell="dfrtp_1"
export IMPL_die_w_um=88
export IMPL_wirelength_mm=1.357
export IMPL_synthFlopType="dfrtp_1"
export IMPL_p_per_area_nw_per_um2=683.5
export IMPL_cts_hold_buf=0
export IMPL_cts_resized=3
export IMPL_die_area_um2=7744
export IMPL_fillers=461
export IMPL_r2r_start="u_LS163xH.cnt[0]"
export IMPL_yosysWarnings=1
export IMPL_cts_buffer_depth=2
export IMPL_globalRouteOverflowTotal=0
export IMPL_dp_hpwl_mm=1.134
export IMPL_worstPathArrival_ns=1.82
export IMPL_grt_pass1_wl_mm=2.173
export IMPL_yosysChipArea_um2=462.9
export IMPL_finalSetupViolCount=0
export IMPL_ys_seq_share_pct=43.24
export IMPL_cts_htree_levels=1
export IMPL_cpPeakStageDelay_ns=0.48
export IMPL_topCellsByArea="dfrtp_1 43%, a31oi_1 6.8%, nor2_1 5.7%, ha_1 5.4%, nand4_4 4.6%"
export IMPL_tritoncts="built"
export IMPL_post_drt_wl_per_cell_um=10.69
export IMPL_cpMaxStageDelayCell="clkdlybuf4s50_1"
export IMPL_first_pass_iters=4
export IMPL_ant_nets=0
export IMPL_grt_pass1_vias=503
export IMPL_critical_path_top_delay_family="simple AND/OR/NAND/NOR gates"
export IMPL_via_count=483
export IMPL_finalHoldWorstSlack_ns=0.3565
export IMPL_pin_count=24
export IMPL_p_leak_uw=0.0002993
export IMPL_warnings=25
export IMPL_startpoint_type="input port"
export IMPL_grt_antenna_before_repair=0
export IMPL_drive_above_1_share_pct=14.67
export IMPL_fp_util_pct=10.49
export IMPL_cts_root_buf="clkbuf_8"
export IMPL_dp_worst_setup_slack_ns=-0.01188
export IMPL_cts_sinks=8
export IMPL_ys_ff=8
export IMPL_setup_ws_ns=0.2232
export IMPL_drt_iter0_drc=11
export IMPL_rows=24
export IMPL_tightest_slew_ns=0.3426
export IMPL_common_cells="8 x dfrtp_1, 7 x nor2_1, 5 x a31oi_1"
export IMPL_finalCritPeriodShare_pct=88.25
export IMPL_top_cell_area_share_pct=43.24
export IMPL_dp_cells=124
export IMPL_path_buffers=2
export IMPL_cts_made_buffers=3
export IMPL_crit_required_ns=2.04
export IMPL_ys_cells=49
export IMPL_maxCapViolCount=0
export IMPL_portBuffers=23
export IMPL_critPathCaptureType="flop"
export IMPL_status="completed"
export IMPL_synth_cell_types=21
export IMPL_top_area_cell="dfrtp_1"
export IMPL_fmax_mhz=596.4
export IMPL_clkTransAtPathRegs_ns=0.04
export IMPL_diodes=0
export IMPL_async_reset_ff_share_pct=100.0
export IMPL_track_usage_pct=3.245
export IMPL_synth_cell_area_um2=462.9
export IMPL_place_congestion=0.7874
export IMPL_path_class="input port to flop"
[per-layer routing]
metal	wire, µm	share of wire (%)	vias up	global-route usage [%]
met4	23	1.7	0	0.8696
met3	196	14	5	1.310
li1	-	-	234	-
met1	561	41	226	3.982
met5	0	0	-	0
met2	575	42	18	5.159
[logic make-up (layout without fill, tap and decap cells)]
logic type               Yosys count  in the layout  synth area share, %
AND/OR/NAND/NOR                   19             19                24.05
AND-OR/OR-AND                     12             12                15.40
flip-flops                         8              8                43.24
buffers and inverters              4             30                3.512
adder cells (fa/ha/maj)            2              2                5.405
XOR/XNOR                           2              2                3.784
multiplexers                       2              2                4.595
[state kept, by name, summed over array words and instances, names as in the netlist]
register / cells
u_LS163xL.cnt: 4
u_LS163xH.cnt: 4
[power by group]
part,internal (µW),leakage (µW),switching [µW]
combinational,88.4,0.000190,45.7
sequential,192,0.0000879,28.5
clock,137,0.0000216,60.8
[cells in the final DEF (no fill, tap or decap)]
master / netlist / final
a31oi_1: 5 / 5
nand4_4: 1 / 1
nor2_1: 7 / 7
inv_1: 2 / 2
nand3_1: 3 / 3
buf_4: 0 / 2
clkbuf_8: 0 / 3
a21oi_1: 2 / 2
dlygate4sd2_1: 0 / 1
nor3_1: 1 / 1
o31ai_1: 2 / 2
mux2_2: 1 / 1
ha_1: 2 / 2
clkdlybuf4s50_1: 0 / 22
nand2_1: 2 / 2
o21ai_0: 3 / 3
dfrtp_2: 0 / 2
dfrtp_1: 8 / 6
xnor2_1: 1 / 1
or4_1: 2 / 2
mux2i_1: 1 / 1
or3_2: 2 / 2
xor2_1: 1 / 1
or3_1: 1 / 1
[metrics by stage]
stage | util, % | area, µm² | TNS, ns
after floorplan | - | 462.9 | 0
after global placement | 17.32 | 764.5 | 0
after detailed placement | 17.32 | 764.5 | -0.01322
after CTS | 18.28 | 807.0 | 0
after global routing | 18.28 | 807.0 | 0
final | 18.28 | 807.0 | 0
[worst register-to-register path, stage by stage (launching register included)]
cell	delay (ns)
dfrtp_1	0.40
ha_1	0.30
inv_1	0.03
or3_2	0.46
a31oi_1	0.17
[final timing paths]
| kind | endpoint | slack, ns | depth (start not counted) |
|---|---|---|---|
| worst max-delay path | u_LS163xH.cnt[1] | 0.22 | 5 |
| worst min-delay path | u_LS163xL.cnt[2] | 0.36 | 1 |
| worst max register to register | u_LS163xH.cnt[1] | 0.46 | 4 |
| worst min register to register | u_LS163xH.cnt[3] | 0.59 | 2 |
| max in group asynchronous | u_LS163xL.cnt[1] | 1.37 | 1 |
| min in group clk0 | u_LS163xH.cnt[3] | 0.59 | 2 |
[cell type report]
cell class	count	area, µm²	area share [%]
flip-flops and latches	8	202.7	25.12
well taps	52	65.06	8.062
clock buffers	3	41.29	5.116
multi-input cells	37	246.5	30.54
inverters	2	7.507	0.9302
repair buffers	25	244.0	30.23
Power figures rest on the tool's default switching activity, not on a simulated workload.
